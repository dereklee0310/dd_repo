<file path="run.sh">
#!/bin/bash
# OpenROAD 26Q1-2900-gdf79404cd8, Yosys 0.63+post, stock flow scripts
make -C /OpenROAD-flow-scripts/flow DESIGN_CONFIG=/design/flow/config.mk WORK_HOME=/design/flow/orfs finish
</file>
<file path="config.mk">
export PLATFORM = sky130hd
export DESIGN_NAME = Lab4
export DESIGN_NICKNAME = Lab4
export VERILOG_FILES = /design/flow/design.v
export SDC_FILE = /design/flow/constraint.sdc
export NUM_CORES = 4
export LEC_CHECK = 1
export CORE_AREA = 10 10 70 70
export DIE_AREA = 0 0 80 80
</file>
<file path="design.v">
module AND2X1(A, B, Y);
    input A, B;
    output Y;
    assign Y = A & B;
endmodule 
module OR2X1(A, B, Y);
    input A, B;
    output Y;
    assign Y = A | B;
endmodule 
module NAND2X1(A, B, Y);
    input A, B;
    output Y;
    assign Y = !(A & B);
endmodule 
module XOR2X1(A, B, Y);
    input A, B;
    output Y;
    assign Y = (A & !B) | (!A & B);
endmodule 
module NOR2X1(A, B, Y);
    input A, B;
    output Y;
    assign Y = !( A | B );
endmodule 
module INVX1(A, Y);
    input A;
    output Y;
    assign Y = !A;
endmodule 
module Lab4(
	input [3:0] a,
	input [3:0] b,
	output [7:0]result
	);
	wire [3:0] m1;
	wire [3:0] m2;
	wire [3:0] m3;
	wire [3:0] m4;
	wire [3:0] carry1;
	wire [3:0] carry2;
	wire [3:0] carry3;
	wire [4:0] sum1;
	wire [4:0] sum2;
	wire [4:0] sum3;
	MULTIPLY M1(.mtpend(a), .mtpier(b[0]), .product(m1));
	MULTIPLY M2(.mtpend(a), .mtpier(b[1]), .product(m2));
	MULTIPLY M3(.mtpend(a), .mtpier(b[2]), .product(m3));
	MULTIPLY M4(.mtpend(a), .mtpier(b[3]), .product(m4));
	AND2X1 R0(.A(m1[0]), .B(m1[0]), .Y(result[0]));
	FULL_ADDER C1_0(.bit1(m1[1]), .bit2(m2[0]), .cin(1'b0), .sum(sum1[0]), .cout(carry1[0]));
	FULL_ADDER C1_1(.bit1(m1[2]), .bit2(m2[1]), .cin(carry1[0]), .sum(sum1[1]), .cout(carry1[1]));
	FULL_ADDER C1_2(.bit1(m1[3]), .bit2(m2[2]), .cin(carry1[1]), .sum(sum1[2]), .cout(carry1[2]));
	FULL_ADDER C1_3(.bit1(1'b0), .bit2(m2[3]), .cin(carry1[2]), .sum(sum1[3]), .cout(carry1[3]));  
	AND2X1 S1_4(.A(carry1[3]), .B(carry1[3]), .Y(sum1[4]));
	AND2X1 R1(.A(sum1[0]), .B(sum1[0]), .Y(result[1]));
	FULL_ADDER C2_0(.bit1(sum1[1]), .bit2(m3[0]), .cin(1'b0), .sum(sum2[0]), .cout(carry2[0]));
	FULL_ADDER C2_1(.bit1(sum1[2]), .bit2(m3[1]), .cin(carry2[0]), .sum(sum2[1]), .cout(carry2[1]));
	FULL_ADDER C2_2(.bit1(sum1[3]), .bit2(m3[2]), .cin(carry2[1]), .sum(sum2[2]), .cout(carry2[2]));
	FULL_ADDER C2_3(.bit1(sum1[4]), .bit2(m3[3]), .cin(carry2[2]), .sum(sum2[3]), .cout(carry2[3]));
	AND2X1 S2_4(.A(carry2[3]), .B(carry2[3]), .Y(sum2[4]));
	AND2X1 R_2(.A(sum2[0]), .B(sum2[0]), .Y(result[2]));
	FULL_ADDER C3_0(.bit1(sum2[1]), .bit2(m4[0]), .cin(1'b0), .sum(sum3[0]), .cout(carry3[0]));
	FULL_ADDER C3_1(.bit1(sum2[2]), .bit2(m4[1]), .cin(carry3[0]), .sum(sum3[1]), .cout(carry3[1]));
	FULL_ADDER C3_2(.bit1(sum2[3]), .bit2(m4[2]), .cin(carry3[1]), .sum(sum3[2]), .cout(carry3[2]));
	FULL_ADDER C3_3(.bit1(sum2[4]), .bit2(m4[3]), .cin(carry3[2]), .sum(sum3[3]), .cout(carry3[3]));
	AND2X1 S3_4(.A(carry3[3]), .B(carry3[3]), .Y(sum3[4]));
	AND2X1 R3(.A(sum3[0]), .B(sum3[0]), .Y(result[3]));
	AND2X1 R4(.A(sum3[1]), .B(sum3[1]), .Y(result[4]));
	AND2X1 R5(.A(sum3[2]), .B(sum3[2]), .Y(result[5]));
	AND2X1 R6(.A(sum3[3]), .B(sum3[3]), .Y(result[6]));
	AND2X1 R7(.A(sum3[4]), .B(sum3[4]), .Y(result[7]));
endmodule
module MULTIPLY(
	mtpend,
	mtpier,
	product
	);
	input [3:0] mtpend;
	input mtpier;
	output [3:0] product;
	AND2X1 P1(.A(mtpend[0]), .B(mtpier), .Y(product[0]));
	AND2X1 P2(.A(mtpend[1]), .B(mtpier), .Y(product[1]));
	AND2X1 P3(.A(mtpend[2]), .B(mtpier), .Y(product[2]));
	AND2X1 P4(.A(mtpend[3]), .B(mtpier), .Y(product[3]));
endmodule
module FULL_ADDER(
	bit1,
	bit2,
	cin,
	sum,
	cout
	);
	input bit1;
	input bit2;
	input cin;
	output sum;
	output cout;
	wire tmp1;
	wire tmp2;
	wire tmp3;
	XOR2X1 T1(.A(bit1), .B(bit2), .Y(tmp1));
	XOR2X1 S(.A(tmp1), .B(cin), .Y(sum));
	AND2X1 T2(.A(bit1), .B(bit2), .Y(tmp2));
	AND2X1 T3(.A(tmp1), .B(cin), .Y(tmp3));
	OR2X1 COUT(.A(tmp2), .B(tmp3), .Y(cout));
endmodule
</file>
<file path="constraint.sdc">
current_design Lab4

set clk_period 4.1
set clk_io_pct 0.2

create_clock -name clk0 -period $clk_period

set non_clock_inputs [all_inputs -no_clocks]
set_input_delay [expr $clk_period * $clk_io_pct] -clock clk0 $non_clock_inputs
set_output_delay [expr $clk_period * $clk_io_pct] -clock clk0 [all_outputs]
</file>
==> run summary <==
Top Family by Delay on Critical Path = adder cells
Wire length on met3 = 19 microns
Status = finished with violations
# clk buffers = 0
Top cells by area, synth = fa_1 40%, buf_4 15%, and2_1 14%
Flip-flops = 0
Mapped Avg Cell Area = 8.29 sq um
Grt ovf = 0
Die Wd = 80 microns
Port bufs = 16
Vias in the first global route = 361
Number of diodes = 0
Final ANT Viol Nets = 0
CP Class = in -> out
CP Launch Type = input port
Final core utilization = 18.8%
Period minus WS final = 5.19 ns
RSZ-0062 raised after global routing = yes
Final Max Slew Viols = 0
Initial antenna violation count = 0
Via Count = 296
Maxcap violations = 0
Final Worst Setup Slack = -1.09 ns
HP Class = in -> out
Share of layout cells above drive strength 1 = 50.8%
DR DRC count = 0
Violated checks = setup timing
Post-synth seq share = 0%
Yosys Chip Area = 398 sq um
Top Metal Used = met3
Distinct lib cells = 6
Final hold slack = 2.23 ns
Io pins = 16
Post-detail-place hpwl = 803 microns
Worst hold path endpoint = result[7]
GPL Wtd Cong = 0.778
Req. time, crit path = 3.28 ns
Mapped Area = 398 sq um
Final hold viol count = 0
Largest net degree at the start of global routing = 5
Routed len/inst = 7.56 microns
FP Util = 11.6%
Vias per cell = 2.72
Pleak = 0.000301 uW
First-pass GRT wire length = 1550 microns
Register Area = 0 sq um
Row count = 21
Top Layout Cells = 7 x and2_1, 7 x buf_4
Crit-path cells = buf_6, and2_4, ha_4, inv_2, fa_2, fa_1, inv_2, fa_2, fa_2, inv_2, fa_2, fa_2, fa_2, inv_1, buf_2
Most numerous cell on the critical path = fa_2
Hold Crit Depth = 5
CORE AREA = 3420 sq um
Hold Buf Count CTS = 0
Cell type with the largest total area = fa_1
Max-area cell share = 40.3%
Mapped Cells = 48
OpenROAD warnings = 35
Largest stage delay on the critical path = 0.53 ns
Total Routed Length = 824 microns
Max Fclk = 193 MHz
Tightest Pin Transition = 0.149 ns
YS warnings = 0
Power density cells = 120 nW/um^2
Final Cycle Share = 127%
Die area = 6400 sq um
Global Route Usage Sum = 2.91%
Crit path capture type = primary output
Crit-path slowest cell = fa_2
Setup violators final = 4
DR WL met2 = 459 microns
Critical Path AT = 4.37 ns
Iter 0 DRT Violations = 1
First-pass detailed-route iteration total = 2
P&R area growth vs syn = 61.3%
Maximum vdd drop = 0.0207 mV
WP buf/inv = 6
Die Y = 80 microns
Post-place setup slack = -1.77 ns
Metal-1 WL = 345 microns
Hold Crit Start = a[3]
Critical path peak fanout = 2
Rel. slew slack = 90.1%
Yosys cell count = 48
Overall power = 77.2 uW
-- per-stage QoR --
stage / area (sq um) / std cells / setup TNS, ns
final: 642 / 109 / -3.08
after global routing: 642 / 109 / -3.55
after CTS: 638 / 109 / -3.53
after detailed placement: 638 / 109 / -6.28
after global placement: 638 / 109 / -6.23
after floorplan: 428 / 48 / -2.32
-- logic make-up (layout without fill, tap and decap cells) --
group         count (synthesis)  after routing  share of synthesized area [%]
simple gates                 16             16                           20.8
fa+ha+maj                    12             12                           52.8
buf+inv                      20             35                           26.4
-- worst max-delay path by stage --
stage	cells after the start	to	start	slack (ns)
4_1_cts	15	result[6]	a[0]	-1.21
5_1_grt	15	result[6]	a[0]	-1.24
6_report	15	result[6]	a[0]	-1.09
-- layer usage --
metal,vias up,track usage [%]
met5,-,0
met4,0,0
met3,0,0.227
met2,6,5.94
met1,131,3.32
li1,159,-
-- power by group --
group	total, uW	internal [uW]	switching [uW]
logic	77.2	46.6	30.6
clock network	0	0	0
registers	0	0	0
-- timing repair --
item	4_1_cts	5_1_grt
setup endpoints to repair	5	4
buffers inserted	0	0
resized	40	3
hold endpoints to repair	0	0
cloned	0	0
pin swaps	11	8
-- final cells by class --
| class | count | area [sq um] |
|---|---|---|
| Fill cell | 387 | 2770 |
| Multi-Input combinational cell | 28 | 340 |
| Timing Repair Buffer | 23 | 199 |
| Tap cell | 46 | 57.6 |
| Inverter | 12 | 45.0 |
-- synth_stat cells --
cell,n
nand2_1,7
ha_1,4
and2_1,9
fa_1,8
inv_1,12
buf_4,8
-- worst min-delay path: stages --
cell,delay [ns]
dlymetal6s2s_1,0.16
nand2_1,0.11
fa_2,0.20
inv_2,0.03
buf_2,0.10
Power figures rest on the tool's default switching activity, not on a simulated workload.
