### ./run.sh
#!/bin/bash
# OpenROAD 26Q1-2900-gdf79404cd8, Yosys 0.63+post, stock flow scripts
make -C /OpenROAD-flow-scripts/flow DESIGN_CONFIG=/design/flow/config.mk WORK_HOME=/design/flow/orfs finish
### ./config.mk
export PLATFORM = sky130hd
export DESIGN_NAME = bin2dec
export DESIGN_NICKNAME = bin2dec
export VERILOG_FILES = /design/flow/design.v
export SDC_FILE = /design/flow/constraint.sdc
export NUM_CORES = 4
export LEC_CHECK = 1
export CORE_AREA = 10 10 70 70
export DIE_AREA = 0 0 80 80
### ./constraint.sdc
current_design bin2dec

set clk_period 8.1
set clk_io_pct 0.2

create_clock -name clk0 -period $clk_period

set non_clock_inputs [all_inputs -no_clocks]
set_input_delay [expr $clk_period * $clk_io_pct] -clock clk0 $non_clock_inputs
set_output_delay [expr $clk_period * $clk_io_pct] -clock clk0 [all_outputs]
### ./design.v
module bin2dec(A, D2, D1, D0);
input	 [7:0]A;
output [3:0]D2;
output [3:0]D1;
output [3:0]D0;
wire	 [6:0]remaind;
assign D2 = A / 100;
assign remaind = A % 100;
assign D1 = remaind / 10;
assign D0 = remaind % 10;
endmodule 
==> results.txt <==
run metrics: Synth area leader=nor2_1, Top cell area share=4.73%, ANT cells=0, Finished Layout Cells=192, Final TNS setup=0 ns, Log Warnings=32, post_cts resized=0, post-route clock period utilization=94.3%, # Cells Yosys=133, P&R area growth vs syn=21.8%, ANT nets after route=0, Flops=0, max_cap viols=0, Gate Area=867 um2, via count=1,025, count leader, synth=nor2_1, slowest stage delay, CP=0.44 ns, vias in the first global route=946, largest net degree at the start of global routing=14, chip area estimate from yosys synthesis=952 um2, Mapped Cells=133, Ys Warns=0, slowest cell on the critical path=or3_1, initial antenna violation count=0, WL final=2.36 mm, dpl hpwl=1.91 mm, final setup fails=0, Worst setup EP type=output pin, Rows=21, cells along the critical path=clkdlybuf4s50_1, o31a_1, ha_1, nor2b_1, a21boi_2, a211oi_1, a21oi_1, ha_1, nor2_1, a21boi_1, or3_1, a41oi_1, a2bb2oi_4, nor2_1, mux2_2, clkdlybuf4s50_1, Hold Path Class=in -> out, cts hold-fix bufs=0, PD cells=103 nW/um2, final global-route overflow total=0, io pins=20, Final Max Tran Viols=0, RD Place Congestion=0.881, Mapped Area=952 um2, DRC viols=0, layout cells sized above 1=17.8%, die height=80 um, die width=80 um, top post-synthesis cells by count=nor2_1, a21oi_1, Hold EP=D0[0], Post-CTS Setup Repair Bufs=0, Peak Freq=131 MHz, Core Region=3420 um2, Post-Syn Area per Cell=7.16 um2, Util after Layout=34.0%, status=finished, final reports clean, Initial DRT Pass Iterations=4, Cell area leaders=nor2_1, a211o_1, a21oi_1, Port-buffer cells=16, kind of critical path=in -> out, startpoint of the worst hold path=A[0], placed instance count=192, register area share after synthesis=0%, leakage=0.426 nW, Final WS setup=0.465 ns, Vias/cell=5.34, clkbuf count=0, worst path required time=6.48 ns, pre-CTS setup slack=0.487 ns, Synth cell types=62, gr usage total=7.69%, CP Launch Type=input port, IR drop worst, VDD=0.0248 mV, routed length per placed instance=12.3 um, RSZ-0062 raised after global routing=false, die footprint=6400 um2, first-pass GRT wire length=4.31 mm, critical path data arrival time=6.02 ns, number of DRC markers in iteration 0=72, final hold vios=0, Storage cell area=0 um2, Tmin final=7.64 ns, critical path launch point=A[3], fill count=366, Init Core Util=27.9%, CP Max Fanout=7, Hold Path Stages=0
==> where the power goes <==
group | internal [mW] | leakage (nW) | switching (mW)
Sequential | 0 | 0 | 0
Combinational | 0.0630 | 0.426 | 0.0559
Clock | 0 | 0 | 0
==> area by class of cell <==
| cell class | instances | area share [%] |
|---|---|---|
| Inverter | 4 | 1.29 |
| Multi-Input combinational cell | 118 | 74.8 |
| Timing Repair Buffer | 24 | 19.0 |
| Tap cell | 46 | 4.96 |
==> how the worst max path moves through the flow <==
stage                 endpoint  slack [ns]
after CTS                D0[3]        0.47
after global routing     D0[1]        0.09
final                    D0[3]        0.46
==> placed cells by master, fill, tap and decap left out, types with 2 or more instances in the layout <==
master / count
clkdlybuf4s50_1: 16
nor2_1: 12
buf_4: 8
a21oi_1: 7
nand2_1: 5
a211o_1: 5
nand3_1: 5
inv_1: 4
xnor2_1: 4
a211oi_1: 4
o21ai_0: 4
a31oi_1: 4
o21ai_1: 3
and2_1: 3
o21bai_1: 3
or3_1: 3
o211ai_1: 3
nor2b_1: 2
o31a_1: 2
a21boi_2: 2
nor3_1: 2
o21a_1: 2
a21boi_1: 2
nand2b_1: 2
a21o_1: 2
ha_1: 2
conb_1: 2
==> cell families (layout without fill, tap and decap cells) <==
group | count (synthesis) | count (layout) | synth area share (%)
multiplexers | 1 | 1 | 1.18
buffers and inverters | 16 | 28 | 9.33
AND/OR/NAND/NOR | 49 | 49 | 30.2
XOR/XNOR | 4 | 4 | 3.68
AND-OR/OR-AND | 58 | 58 | 50.3
adder cells (fa/ha/maj) | 4 | 4 | 4.86
other | 1 | 2 | 0.394
==> critical path, delay by kind of cell <==
kind	cells	cell delay [ns]
AOI/OAI and AO/OA	7	1.71
adders and majority gates	2	0.65
buffers and inverters	2	0.82
muxes	1	0.25
and+or+nand+nor	4	0.97
==> layer usage <==
layer / wire, um / track usage (%) / vias up
li1: - / - / 543
met1: 1160 / 11.5 / 457
met2: 1070 / 12.5 / 25
met3: 116 / 0.227 / 0
met4: 0 / 0.176 / 0
met5: 0 / 0 / -
==> metrics by stage <==
step                      hold WS (ns)  instance area [um2]  total power, mW
after CTS                         3.24                 1160            0.120
final                             3.24                 1160            0.119
after detailed placement          3.24                 1160            0.119
after global placement            3.24                 1160            0.119
after global routing              3.24                 1160            0.134
after floorplan                   3.27                  956           0.0805
Power is estimated from default activity; no workload was simulated.
